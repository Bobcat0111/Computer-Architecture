File: flow/config.mk
export PLATFORM = sky130hd
export DESIGN_NAME = addr_mux2
export DESIGN_NICKNAME = addr_mux2
export VERILOG_FILES = /design/flow/design.v
export SDC_FILE = /design/flow/constraint.sdc
export NUM_CORES = 4
export LEC_CHECK = 1
export CORE_AREA = 10 10 70 70
export DIE_AREA = 0 0 80 80
File: flow/design.v
`timescale 1ns / 1ps
module addr_mux2( 
    data_0, 
    data_1, 
    select, 
    data_out
  ) ;
parameter ADDRESS_BUS_WIDTH = 12 ;
parameter DATA_BUS_WIDTH = 16 ;
parameter REGFILE_ADDR_BITS = 2 ;
parameter WIDTH_OPCODE = 5 ;
parameter INSTRUCTION_WIDTH = 24 ;
parameter IMMEDIATE_WIDTH = 12 ;
parameter INSTR_NOP = 0 ;
parameter INSTR_ADD = 1 ;
parameter INSTR_LR = 2 ;
parameter INSTR_SR = 3 ;
parameter INSTR_BNEQ = 4 ;
parameter INSTR_MOV = 5 ;
parameter INSTR_LI = 6 ;
parameter INSTR_ADDI = 7 ;
parameter ALU_OP_NUM_BITS = 3 ;
parameter ALU_NUM_OPS = 1 << ALU_OP_NUM_BITS ;
parameter ALU_OP_ADD = 0 ;
parameter ALU_OP_SUB = 1 ;
parameter PC_SELECT_ALU = 0 ;
parameter PC_SELECT_ALU_BUF = 1 ;
parameter PC_SELECT_JUMP = 2 ;
parameter PC_SELECT_RESET = 3 ;
parameter NUM_ADDRESS = 4096  ;
parameter PROGRAM_LOAD_ADRESS = 2048 ;
parameter NUM_REGISTERS = 4 ;
parameter NUM_INSTRUCTIONS = 64 ;
parameter WIDTH_REGISTER_FILE = 16 ;
parameter ADDRESS_PAD = DATA_BUS_WIDTH - ADDRESS_BUS_WIDTH ;
parameter INSTRUCTION_PAD = (DATA_BUS_WIDTH << 1) - INSTRUCTION_WIDTH ;
  input [ADDRESS_BUS_WIDTH-1:0] data_0 ;
  input [ADDRESS_BUS_WIDTH-1:0] data_1 ;
  input select ;
  output [ADDRESS_BUS_WIDTH-1:0] data_out ;
  assign data_out = select ? data_1 : data_0 ;
endmodule
module data_mux2( 
    data_0, 
    data_1, 
    select, 
    data_out
  ) ;
parameter ADDRESS_BUS_WIDTH = 12 ;
parameter DATA_BUS_WIDTH = 16 ;
parameter REGFILE_ADDR_BITS = 2 ;
parameter WIDTH_OPCODE = 5 ;
parameter INSTRUCTION_WIDTH = 24 ;
parameter IMMEDIATE_WIDTH = 12 ;
parameter INSTR_NOP = 0 ;
parameter INSTR_ADD = 1 ;
parameter INSTR_LR = 2 ;
parameter INSTR_SR = 3 ;
parameter INSTR_BNEQ = 4 ;
parameter INSTR_MOV = 5 ;
parameter INSTR_LI = 6 ;
parameter INSTR_ADDI = 7 ;
parameter ALU_OP_NUM_BITS = 3 ;
parameter ALU_NUM_OPS = 1 << ALU_OP_NUM_BITS ;
parameter ALU_OP_ADD = 0 ;
parameter ALU_OP_SUB = 1 ;
parameter PC_SELECT_ALU = 0 ;
parameter PC_SELECT_ALU_BUF = 1 ;
parameter PC_SELECT_JUMP = 2 ;
parameter PC_SELECT_RESET = 3 ;
parameter NUM_ADDRESS = 4096  ;
parameter PROGRAM_LOAD_ADRESS = 2048 ;
parameter NUM_REGISTERS = 4 ;
parameter NUM_INSTRUCTIONS = 64 ;
parameter WIDTH_REGISTER_FILE = 16 ;
parameter ADDRESS_PAD = DATA_BUS_WIDTH - ADDRESS_BUS_WIDTH ;
parameter INSTRUCTION_PAD = (DATA_BUS_WIDTH << 1) - INSTRUCTION_WIDTH ;
  input [DATA_BUS_WIDTH-1:0] data_0 ;
  input [DATA_BUS_WIDTH-1:0] data_1 ;
  input select ;
  output [DATA_BUS_WIDTH-1:0] data_out ;
  assign data_out = select ? data_1 : data_0 ;
endmodule
File: flow/run.sh
#!/bin/bash
# OpenROAD 26Q1-2900-gdf79404cd8, Yosys 0.63+post, stock flow scripts
make -C /OpenROAD-flow-scripts/flow DESIGN_CONFIG=/design/flow/config.mk WORK_HOME=/design/flow/orfs finish
File: flow/constraint.sdc
current_design addr_mux2

set clk_period 1.0
set clk_io_pct 0.2

create_clock -name clk0 -period $clk_period

set non_clock_inputs [all_inputs -no_clocks]
set_input_delay [expr $clk_period * $clk_io_pct] -clock clk0 $non_clock_inputs
set_output_delay [expr $clk_period * $clk_io_pct] -clock clk0 [all_outputs]
==> results.json <==
{
  "power_frac_seq": 0,
  "viasPerCell": 2.74,
  "worstHoldStart": "data_1[6]",
  "grt-ovfl-total": 0,
  "post-route-drc-count": 0,
  "mux_share": 0.939,
  "outcome": "finished, violations left",
  "yosysWarnings": 0,
  "hold_viol_final": 0,
  "ys_area_sq_um": 184,
  "dr.pass1.iters": 2,
  "cp_top_family": "buffers and inverters",
  "regArea_sq_um": 0,
  "row_count": 21,
  "cts_hold_buf": 0,
  "cpPeakStageDelay_ns": 0.30,
  "maxSlewHeadroom": 0.947,
  "power.internal_w": 0.000181,
  "combPwrFrac": 1.000,
  "crit_chain": "buf_12 -> buf_12 -> mux2_4 -> buf_6",
  "cp_slowest_cell": "mux2_4",
  "p_leak_nw": 0.320,
  "cp-end-kind": "output port",
  "rsz0062_at_grt": "yes",
  "utilization": 0.184,
  "tightest_slew_ns": 0.0794,
  "postLayoutSetupSlackWorst_ns": -0.0461,
  "wirelength_um": 1190,
  "hp-class": "in2out",
  "crit_path_start": "select",
  "syn_to_final_growth_pct": 241,
  "synth_top_area_share": 0.816,
  "fp-utilization": 0.0538,
  "synth_top_cell_by_area": "mux2_4",
  "worstSetupPathType": "in2out",
  "simple_gate_area_frac": 0,
  "yosysCellCount": 13,
  "grt_max_degree": 7,
  "dpl_cell_area_sq_um": 621,
  "postSynthSeqShare": 0,
  "grt_pass1_wl_um": 1680,
  "coreArea_sq_um": 3420,
  "syn_inst": 13,
  "min_period_over_period": 1.05,
  "syn_area_sq_um": 184,
  "ant_nets": 0,
  "arrival_ns": 0.85,
  "p_clk_frac": 0,
  "xor_share": 0,
  "post_drt_wl_per_cell_um": 12.2,
  "yosys.area_share.adder": 0,
  "cp-start-kind": "input port",
  "min_period_ns": 1.05,
  "syn_area_per_cell_sq_um": 14.1,
  "swShare": 0.227,
  "io_buffer_count": 37,
  "chipArea_sq_um": 6400,
  "finalInstanceArea_sq_um": 628,
  "power.switching_w": 0.0000530,
  "max_freq_mhz": 956,
  "grt_pass1_vias": 309,
  "antenna_found_initial": 1,
  "power_density_nw_per_um2": 372,
  "crit_buf_inv": 3,
  "tns_ns": -0.502,
  "drive_gt1_frac": 0.529,
  "path_common_cell": "buf_12",
  "violations": "setup timing",
  "cap_violations": 0,
  "place_congestion": 0.726,
  "via_count": 269,
  "clkbuf_count": 0,
  "dp.cells": 96,
  "vdd_ir_drop_max_uv": 148,
  "top_logic_kind": "multiplexers",
  "ys_top_cells_by_area": "mux2_4, mux2_2, buf_6",
  "dieHeight_um": 80,
  "warning_count": 34,
  "fillers": 401,
  "dieWidth_um": 80,
  "aoi_share": 0,
  "ys_types": 3,
  "cp_max_fo": 6,
  "layout.cells.non_filler": 98,
  "drv_slew": 0,
  "io_pins": 37,
  "setup_viol": 12,
  "drtIter0Drc": 3,
  "grtUsageTotal": 0.0342,
  "crit_required_ns": 0.80,
  "seq_cells": 0
}
## cell families after synthesis
logic type | Yosys count
multiplexers | 12
buffers and inverters | 1
## final timing paths
kind                  endpoint  cells past startpoint
setup / recovery  data_out[10]                      4
hold / removal     data_out[6]                      3
## synthesized netlist by cell type
cell	count
mux2_4	10
buf_6	1
mux2_2	2
## repair_timing
item / in CTS / in global routing
endpoints found under the setup margin: 12 / 12
buffers inserted: 0 / 0
gates resized: 78 / 4
cloned: 1 / 0
pin swaps: 0 / 0
## power groups by stage
stage         Combinational (W)       Clock [W]  Sequential [W]
finish                 0.000234  0.000000000134               0
CTS                    0.000226               0               0
global route           0.000253               0               0
## routing by layer
metal	wire, um	GRT usage	vias up
li1	-	-	129
met1	528	0.0475	109
met2	373	0.0385	31
met3	289	0.0318	0
met4	0	0	0
met5	0	0	-
## per-stage QoR
stage	total power [W]	hold WS (ns)	setup slack, ns
floorplan	0.0000655	0.498	0.172
global placement	0.000252	1.44	-0.820
detailed placement	0.000253	1.44	-0.823
CTS	0.000226	0.806	-0.0546
global route	0.000253	0.819	-0.0657
finish	0.000234	0.798	-0.0461
## placed cells by master, fill, tap and decap left out, drive strengths merged
cell,count
mux2,12
diode,1
buf,15
dlygate4sd2,24
## area by class of cell
type	count	area, sq um	area share
well taps	46	57.6	0.0916
repair buffers	39	388	0.618
multi-input cells	12	180	0.287
diodes	1	2.50	0.00398
No activity file was given, so power comes from the tool's default toggle rates.
